==> /design/flow/design.v <==
`timescale 1ns / 1ps
module baud_rate_generator #(parameter CLK_FREQ =100_000_000)(
    input  logic clk,       
    input  logic arst_n,     
    output logic tick       
);
logic [31:0] counter_max;
logic [31:0] counter;
assign counter_max = (CLK_FREQ / (9600 * 16));
always_ff @(posedge clk or negedge arst_n) begin
    if(!arst_n) begin
        tick    <= 1'b0;
        counter <= 32'd0;
    end else begin
        if (counter == counter_max) begin
            counter <= 32'd0;
            tick    <= 1'b1;  
        end else begin
            counter <= counter + 1;
            tick    <= 1'b0;
        end
    end
end
endmodule
`timescale 1ns / 1ps
module receiver #(parameter BYTE_WIDTH = 8)(
input logic clk,
input logic arst_n,      
input logic tick,        
input logic rx,          
output logic rx_done,    
output logic [BYTE_WIDTH - 1 : 0] data_out  
);
localparam BIT_SAMPLING     = 15;
localparam HALFBIT_SAMPLING = 7;
logic [4:0] nbits, nbits_next;
logic [4:0] oversampling_count, oversampling_count_next;
logic [BYTE_WIDTH - 1 : 0] data_out_reg, data_out_reg_next;
logic rx_done_next;
typedef enum logic [2:0] {
    IDLE  = 3'b000,  
    START = 3'b001,  
    DATA  = 3'b010,  
    STOP  = 3'b011   
} state_type;
state_type state_reg, state_next;
always_ff @(posedge clk or negedge arst_n) begin
    if(!arst_n) begin
        state_reg <= IDLE;
    end else begin
        oversampling_count <= oversampling_count_next;
        state_reg          <= state_next;
        nbits              <= nbits_next;
        data_out_reg       <= data_out_reg_next;
        rx_done            <= rx_done_next;
    end
end
always_comb begin
    oversampling_count_next = oversampling_count;
    nbits_next              = nbits;
    data_out_reg_next       = data_out_reg;
    state_next              = state_reg;
    rx_done_next            = rx_done;
    case(state_reg)
        IDLE: begin
            rx_done_next            = 1'b0;
            oversampling_count_next = '0;
            data_out_reg_next       = '0;
            nbits_next              = '0;
            if (!rx) begin
                state_next = START;
            end
        end
        START: begin
            if (tick) begin
                if (oversampling_count == BIT_SAMPLING) begin
                    oversampling_count_next = '0;
                    nbits_next              = '0;
                    data_out_reg_next       = '0;
                    state_next              = DATA;
                end else begin
                    oversampling_count_next = oversampling_count + 1'b1;
                    if (oversampling_count == HALFBIT_SAMPLING) begin
                        state_next = (!rx) ? START : IDLE;
                    end
                end
            end
        end
        DATA: begin
            if (tick) begin
                if (oversampling_count == BIT_SAMPLING) begin
                    oversampling_count_next = '0;
                    if (nbits == (BYTE_WIDTH - 1'b1)) begin
                        state_next = STOP;
                    end else begin
                        nbits_next = nbits + 1'b1;
                    end
                end else begin
                    oversampling_count_next = oversampling_count + 1'b1;
                    if (oversampling_count == HALFBIT_SAMPLING) begin
                        data_out_reg_next = {rx, data_out_reg[BYTE_WIDTH-1:1]};
                    end
                end
            end
        end
        STOP: begin
            if (tick) begin
                if (rx) begin
                    if (oversampling_count == BIT_SAMPLING) begin
                        rx_done_next            = 1'b1;
                        state_next              = IDLE;
                        oversampling_count_next = '0;
                    end else begin
                        oversampling_count_next = oversampling_count + 1'b1;
                    end
                end else begin
                    state_next              = IDLE;
                    oversampling_count_next = '0;
                end
            end
        end
        default: begin
            state_next = state_reg;
        end
    endcase
end
assign data_out = data_out_reg;
endmodule
`timescale 1ns / 1ps
module transmitter #(parameter BYTE_WIDTH = 8)(
    input logic clk,         
    input logic arst_n,       
    input logic [BYTE_WIDTH - 1 : 0] data_in,  
    input logic tick,        
    input logic tx_start,    
    output logic tx,         
    output logic tx_done     
);
localparam BIT_SAMPLING = 15;
logic [BYTE_WIDTH - 1 : 0] shifted_data;
logic [BYTE_WIDTH - 1 : 0] shifted_data_next;
logic [4:0] nbits;
logic [4:0] nbits_next;
logic [4:0] oversampling_count;
logic [4:0] oversampling_count_next;
logic tx_done_next;
logic tx_next;
typedef enum logic [2:0]  {
    IDLE  = 3'b000,  
    START = 3'b001,  
    DATA  = 3'b010,  
    STOP  = 3'b011   
} state_type;
state_type state_reg, state_next;
always_ff @(posedge clk or negedge arst_n) begin
    if(!arst_n) begin
        state_reg <= IDLE;
    end else begin
        state_reg          <= state_next;
        nbits              <= nbits_next;
        oversampling_count <= oversampling_count_next;
        shifted_data       <= shifted_data_next;
        tx_done            <= tx_done_next;
        tx                 <= tx_next;
    end
end
always_comb begin
    state_next              = state_reg;
    nbits_next              = nbits;
    oversampling_count_next = oversampling_count;
    shifted_data_next       = shifted_data;
    tx_done_next            = tx_done;
    tx_next                 = tx;
    case(state_reg)
        IDLE: begin
            tx_done_next            = 1'b0;
            nbits_next              = '0;
            tx_next                 = 1'b1;
            oversampling_count_next = '0;
            if(tx_start) begin 
                shifted_data_next = data_in;  
                tx_next           = 1'b0;      
                state_next        = START;
            end
        end
        START: begin
            if(tick) begin
                if(oversampling_count == BIT_SAMPLING) begin
                    oversampling_count_next = '0;
                    state_next              = DATA;
                end else begin
                    oversampling_count_next = oversampling_count + 1;
                end
            end
        end
        DATA: begin
            tx_next = shifted_data[0];  
            if(tick) begin
                if(oversampling_count == BIT_SAMPLING) begin
                    shifted_data_next       = {1'b0, shifted_data[7:1]};  
                    oversampling_count_next = '0;
                    if(nbits == BYTE_WIDTH - 1) begin
                        state_next = STOP;
                    end else begin
                        nbits_next = nbits + 1'b1;
                    end
                end else begin
                    oversampling_count_next = oversampling_count + 1;
                end
            end
        end
        STOP: begin
            tx_next = 1'b1;  
            if(tick) begin
                if(oversampling_count == BIT_SAMPLING) begin
                    state_next   = IDLE;
                    tx_done_next = 1'b1;
                end else begin
                    oversampling_count_next = oversampling_count + 1;
                    state_next              = STOP;
                end
            end
        end
        default: begin
            state_next = state_reg;
        end		
    endcase
end
endmodule
`timescale 1ns / 1ps
module uart_top #(parameter CLK_FREQ = 100_000_000, BYTE_WIDTH = 8) (
    input logic clk,
    input logic arst_n,
    input logic [BYTE_WIDTH - 1 : 0] data_in,
    input logic tx_start,
    output logic tx_done,
    output logic rx_done,
    output logic [BYTE_WIDTH - 1 : 0] data_out
);
logic tick;
logic serial_data;
baud_rate_generator #(.CLK_FREQ(CLK_FREQ)) baud_rate_generator_i(
    .clk(clk),
    .arst_n(arst_n),
    .tick(tick)
);
transmitter #(.BYTE_WIDTH(BYTE_WIDTH)) transmitter_i(
   .clk(clk),
   .arst_n(arst_n),
   .data_in(data_in),
   .tick(tick),
   .tx_start(tx_start),
   .tx(serial_data),
   .tx_done(tx_done)
);
receiver #(.BYTE_WIDTH(BYTE_WIDTH)) receiver_i(
.clk(clk),
.arst_n(arst_n),
.tick(tick),
.rx(serial_data),  
.rx_done(rx_done),
.data_out(data_out)
);
endmodule
==> /design/flow/run.sh <==
#!/bin/bash
# OpenROAD 26Q1-2900-gdf79404cd8, Yosys 0.63+post, stock flow scripts
make -C /OpenROAD-flow-scripts/flow DESIGN_CONFIG=/design/flow/config.mk WORK_HOME=/design/flow/orfs finish
==> /design/flow/config.mk <==
export PLATFORM = sky130hd
export DESIGN_NAME = uart_top
export DESIGN_NICKNAME = uart_top
export VERILOG_FILES = /design/flow/design.v
export SDC_FILE = /design/flow/constraint.sdc
export NUM_CORES = 4
export LEC_CHECK = 1
export CORE_UTILIZATION = 30
==> /design/flow/constraint.sdc <==
current_design uart_top

set clk_period 4.4
set clk_io_pct 0.2

create_clock -name clk0 -period $clk_period [get_ports {clk}]

set non_clock_inputs [all_inputs -no_clocks]
set_input_delay [expr $clk_period * $clk_io_pct] -clock clk0 $non_clock_inputs
set_output_delay [expr $clk_period * $clk_io_pct] -clock clk0 [all_outputs]
==> results.yml <==
# synthesis and place-and-route metrics
placed_design:
  gp_congestion: 0.783
  port_bufs: 20
  pre_cts_slack_ps: 1770
  dp_hpwl_um: 4150
  dp_cells: 503
drt:
  vias: 2402
  avgViaCountPerCell: 4.63
  wl_met3_um: 229
  detail_route.antenna_diodes: 0
  wl_per_cell_um: 11.8
  ant_nets: 0
  drcViolationCount: 0
  drtPass1Iterations: 4
  wl_met2_um: 2750
  postRouteWirelength_um: 6110
  met1_length_um: 3010
  highest-signal-layer: "met5"
  drt_iter0_drc: 161
power_and_ir_drop:
  p_sw_uw: 321
  intPower_mw: 1.19
  power.share.clock: 0.458
  combPwrFrac: 0.020
  p_per_area_nw_per_um2: 339
  ir_worst_vdd_uv: 158
  switching_share: 0.213
  p_seq_frac: 0.522
  total_leakage_power_nw: 1.72
clock_network:
  clock.latency.late_pin_ps: 330
  cts_resized: 0
  post_cts_hold_buffer_count: 0
  cts-root-buf: "sky130_fd_sc_hd__clkbuf_16"
  buffers_inserted_during_post_cts_setup_optimization: 0
  path_clk_slew_ps: 70
  cts_buffers: 9
  clock_tree_from_tritoncts: "built"
  ctsLongestPathBuffers: 2
  clock_sinks: 80
  cts.htree.levels: 3
layout:
  synthToLayoutAreaGrowth_pct: 17.9
  largest_reg_flops: 32
  layoutNonFillerInstCount: 519
  layout-drive-gt1-share: 0.0997
worst_setup_path:
  worstPathBufferInverterCount: 0
  timing.critical_path.max_delay_family: "AND-OR/OR-AND gates"
  cp-end-kind: "flip-flop"
  crit_arrival_ps: 2240
  cp_max_fo: 5
  cp.required_ps: 4360
  worst_setup_path_start_kind: "flip-flop"
  crit_chain: "ha_1, and3_1, ha_1, nand3_1, nand2b_1, a21boi_0"
  crit_path_frequent_cell: "sky130_fd_sc_hd__ha_1"
  critical-path-max-stage-delay_ps: 600
  crit_path_top_delay_cell: "sky130_fd_sc_hd__a21boi_0"
  worstSetupPathType: "flip-flop to flip-flop"
outcome:
  outcome: "completed"
sta:
  setup_violations: 0
  worst_clock_skew_ps: 7.71
  fmax_mhz: 438
  worst_slack_ps: 2120
  rsz0062_at_grt: "no"
  worstMarginPinSlew_ps: 755
  timing.slew.headroom: 0.497
  timing.final.crit_period_ps: 2280
  final-hold-violation-count: 0
  fin_crit_sh: 0.519
  setup-tns-final_ps: 0
  finalMaxSlewViolations: 0
global_route:
  global_route.overflow_total: 0
  grt_antenna_before_repair: 1
  grt_start_max_net_pins: 29
  grt_first_pass_wirelength_um: 10900
  grt_util_all_layers: 0.106
  grt_pass1_vias: 2373
hold_path:
  worstHoldPathType: "input pin to asynchronous set/reset pin"
synthesis:
  yosysWarningCount: 3
  syn_area_um2: 3770
  chip_area_estimate_from_yosys_synthesis_um2: 3770
  post_synth_num_cell_types: 43
  synth-cells-yosys: 319
  register_bit_count_reported_by_yosys: 80
  syn_avg_cell_area_um2: 11.8
  synth.yosys.seq_area_share: 0.583
  netlist_instances: 319
floorplanning:
  core_area_um2: 12100
  core.rowCount: 40
  floorplan.die.width_um: 114
  chipArea_um2: 13000
  initial_utilization: 0.311
  chipHeight_um: 114
  design.portCount: 21
flow_run:
  openroad.warnings: 27
  max-cap-violations: 0
-- worst register-to-register path: cells and delay by family, from the launching register on --
family	cells	cell delay [ps]
DFF	1	370
and+or+nand+nor	3	530
AOI/OAI and AO/OA	1	600
adders and majority gates	2	420
-- synth_stat cells --
| master | count | area share |
|---|---|---|
| sky130_fd_sc_hd__a211oi_1 | 2 | 0.0040 |
| sky130_fd_sc_hd__a21boi_0 | 2 | 0.0040 |
| sky130_fd_sc_hd__a21o_1 | 1 | 0.0020 |
| sky130_fd_sc_hd__a21oi_1 | 4 | 0.0053 |
| sky130_fd_sc_hd__a22o_1 | 1 | 0.0023 |
| sky130_fd_sc_hd__and2_1 | 15 | 0.025 |
| sky130_fd_sc_hd__and3_1 | 4 | 0.0066 |
| sky130_fd_sc_hd__and4_1 | 1 | 0.0023 |
| sky130_fd_sc_hd__and4b_1 | 1 | 0.0027 |
| sky130_fd_sc_hd__buf_1 | 1 | 0.00099 |
| sky130_fd_sc_hd__clkbuf_1 | 4 | 0.0040 |
| sky130_fd_sc_hd__dfrtp_1 | 39 | 0.26 |
| sky130_fd_sc_hd__dfstp_2 | 2 | 0.014 |
| sky130_fd_sc_hd__edfxtp_1 | 39 | 0.31 |
| sky130_fd_sc_hd__ha_1 | 8 | 0.027 |
| sky130_fd_sc_hd__inv_1 | 10 | 0.010 |
| sky130_fd_sc_hd__mux2_2 | 7 | 0.021 |
| sky130_fd_sc_hd__mux2i_1 | 2 | 0.0053 |
| sky130_fd_sc_hd__nand2_1 | 20 | 0.020 |
| sky130_fd_sc_hd__nand2b_1 | 4 | 0.0066 |
| sky130_fd_sc_hd__nand3_1 | 22 | 0.029 |
| sky130_fd_sc_hd__nand3_2 | 1 | 0.0027 |
| sky130_fd_sc_hd__nand3_4 | 1 | 0.0046 |
| sky130_fd_sc_hd__nand4_1 | 13 | 0.022 |
| sky130_fd_sc_hd__nand4_2 | 1 | 0.0033 |
| sky130_fd_sc_hd__nand4b_1 | 1 | 0.0023 |
| sky130_fd_sc_hd__nor2_1 | 30 | 0.030 |
| sky130_fd_sc_hd__nor2b_1 | 5 | 0.0083 |
| sky130_fd_sc_hd__nor3_1 | 4 | 0.0053 |
| sky130_fd_sc_hd__nor3_2 | 1 | 0.0027 |
| sky130_fd_sc_hd__nor3b_1 | 1 | 0.0020 |
| sky130_fd_sc_hd__nor4_1 | 7 | 0.012 |
| sky130_fd_sc_hd__nor4_4 | 3 | 0.017 |
| sky130_fd_sc_hd__o211ai_1 | 2 | 0.0040 |
| sky130_fd_sc_hd__o21ai_0 | 13 | 0.017 |
| sky130_fd_sc_hd__o2bb2ai_1 | 1 | 0.0023 |
| sky130_fd_sc_hd__o31a_1 | 1 | 0.0023 |
| sky130_fd_sc_hd__o31ai_1 | 1 | 0.0020 |
| sky130_fd_sc_hd__or2_2 | 1 | 0.0017 |
| sky130_fd_sc_hd__or3_1 | 1 | 0.0017 |
| sky130_fd_sc_hd__or4_1 | 2 | 0.0040 |
| sky130_fd_sc_hd__xnor2_1 | 30 | 0.070 |
| sky130_fd_sc_hd__xor2_1 | 10 | 0.023 |
-- metal layers --
metal | global-route usage | vias to the layer above
met5 | 0 | -
li1 | - | 1197
met2 | 0.161 | 31
met1 | 0.163 | 1161
met3 | 0.0232 | 11
met4 | 0.0199 | 2
-- power groups by stage --
stage | Clock, mW | Combinational (mW) | Sequential (mW)
4_1_cts | 0.710 | 0.0312 | 0.787
5_1_grt | 0.741 | 0.0345 | 0.787
6_report | 0.690 | 0.0298 | 0.787
-- metrics by stage --
| step | hold WS (ps) | power (mW) | util | area (um2) |
|---|---|---|---|---|
| after floorplan | 447 | 0.813 | - | 3770 |
| after global placement | 476 | 0.832 | 0.344 | 4170 |
| after detailed placement | 468 | 0.833 | 0.344 | 4170 |
| after CTS | 475 | 1.53 | 0.367 | 4450 |
| after global routing | 492 | 1.56 | 0.367 | 4450 |
| final | 467 | 1.51 | 0.367 | 4450 |
-- cells in the final DEF, fill, tap and decap left out, types with 2 or more instances in the layout --
| master | n |
|---|---|
| sky130_fd_sc_hd__nor4_4 | 3 |
| sky130_fd_sc_hd__and3_1 | 4 |
| sky130_fd_sc_hd__a21oi_1 | 4 |
| sky130_fd_sc_hd__nor2b_1 | 5 |
| sky130_fd_sc_hd__clkinvlp_4 | 4 |
| sky130_fd_sc_hd__and2_1 | 15 |
| sky130_fd_sc_hd__nor2_1 | 30 |
| sky130_fd_sc_hd__xor2_1 | 10 |
| sky130_fd_sc_hd__mux2i_1 | 2 |
| sky130_fd_sc_hd__a211oi_1 | 2 |
| sky130_fd_sc_hd__o211ai_1 | 2 |
| sky130_fd_sc_hd__nand2b_1 | 4 |
| sky130_fd_sc_hd__xnor2_1 | 30 |
| sky130_fd_sc_hd__edfxtp_1 | 39 |
| sky130_fd_sc_hd__or4_1 | 2 |
| sky130_fd_sc_hd__dfstp_2 | 2 |
| sky130_fd_sc_hd__o21ai_0 | 13 |
| sky130_fd_sc_hd__a21boi_0 | 2 |
| sky130_fd_sc_hd__inv_6 | 2 |
| sky130_fd_sc_hd__mux2_2 | 7 |
| sky130_fd_sc_hd__nor3_1 | 4 |
| sky130_fd_sc_hd__inv_1 | 10 |
| sky130_fd_sc_hd__nand3_1 | 22 |
| sky130_fd_sc_hd__nand2_1 | 20 |
| sky130_fd_sc_hd__nand4_1 | 13 |
| sky130_fd_sc_hd__clkdlybuf4s50_1 | 19 |
| sky130_fd_sc_hd__nor4_1 | 7 |
| sky130_fd_sc_hd__ha_1 | 8 |
| sky130_fd_sc_hd__clkbuf_16 | 9 |
| sky130_fd_sc_hd__dfrtp_1 | 39 |
-- logic make-up (layout without fill, tap and decap cells) --
family          count (synthesis)  in the layout  synth area share
buf+inv                        15             47            0.0149
fa+ha+maj                       8              8            0.0265
xor+xnor                       40             40            0.0929
flops                          80             80             0.583
simple gates                  139            139             0.211
mux                             9              9            0.0262
compound gates                 28             28            0.0455
-- worst paths after layout --
kind	startpoint	endpoint	cells past startpoint	slack (ps)
max	transmitter_i.oversampling_count[0]$_DFFE_PP_	transmitter_i.nbits[1]$_SDFFCE_PN0P_	6	2120
max in group asynchronous	arst_n	baud_rate_generator_i.counter[4]$_DFF_PN0_	2	3220
max reg2reg	transmitter_i.oversampling_count[0]$_DFFE_PP_	transmitter_i.nbits[1]$_SDFFCE_PN0P_	6	2120
min	arst_n	baud_rate_generator_i.counter[28]$_DFF_PN0_	1	470
min in group clk0	baud_rate_generator_i.counter[31]$_DFF_PN0_	baud_rate_generator_i.counter[31]$_DFF_PN0_	1	490
min reg2reg	baud_rate_generator_i.counter[31]$_DFF_PN0_	baud_rate_generator_i.counter[31]$_DFF_PN0_	1	490
-- cell type report --
class | count | area [um2]
Sequential cell | 80 | 2200
Multi-Input combinational cell | 224 | 1520
Clock buffer | 9 | 225
Timing Repair Buffer | 21 | 203
Fill cell | 1192 | 7660
Tap cell | 168 | 210
Clock inverter | 7 | 56.3
Inverter | 10 | 37.5
Power figures rest on the tool's default switching activity, not on a simulated workload.
